==> flow/design.v <==
module uart
(
 clk,
 reset,
 rx,
 data,
 data_ready
 );
   parameter int divider  = 3;
   parameter int oversample = 15;
   input logic clk;
   input logic reset;
   input logic rx;
   output logic data_ready;
   output logic [7:0] data;
   logic [2:0]        rx_s;
   logic [7:0]        shiftreg;
   logic [4:0]        bitcount;
   logic [$clog2(divider)-1:0] clk_div;
   logic                       clk_en;
   logic [$clog2(oversample)-1:0] sample_div, sample_div_n;
   logic                        sample;
   enum { IDLE, ACTIVE } state;
always_ff @(posedge clk)
  rx_s <= {rx, rx_s[2:1]};
always_ff @(posedge clk)
  if (reset) begin
     clk_div <= 0;
     clk_en <= 0;
  end else begin
     if (clk_div == divider) begin
        clk_div <= 0;
        clk_en  <= 1;
     end else begin
        clk_div <= clk_div + 1;
        clk_en  <= 0;
     end
  end
always_comb
  if (state == IDLE)
    sample_div_n = 0;
  else if (sample_div == oversample)
    sample_div_n  = 0;
  else
    sample_div_n  = sample_div + 1;
assign sample = clk_en && (sample_div == (oversample + 1) / 2 - 1);
always_ff @(posedge clk)
  if (reset)
     sample_div <= 0;
  else if (clk_en)
    sample_div <= sample_div_n;
always_ff @(posedge clk)
  if (reset) begin
     data_ready <= 0;
     data       <= 0;
     state      <= IDLE;
  end else
    case (state)
      IDLE: begin
         data_ready <= 0;
         if (clk_en && rx_s[0] == 0) begin
            state    <= ACTIVE;
            bitcount <= 0;
         end
      end
      ACTIVE:
        if (sample) begin
           if (bitcount == 0 && rx_s[0] != 0)
             state <= IDLE;
           if (bitcount != 9)
             bitcount  <= bitcount + 1;
           else begin
              state      <= IDLE;
              if (rx_s[0]) begin
                 data       <= shiftreg[7:0];
                 data_ready <= 1;
              end
           end
        end
     endcase
always_ff @(posedge clk)
  if (sample)
    shiftreg     <= {rx_s[0], shiftreg[7:1]};
endmodule
==> flow/run.sh <==
#!/bin/bash
# OpenROAD 26Q1-2900-gdf79404cd8, Yosys 0.63+post, stock flow scripts
make -C /OpenROAD-flow-scripts/flow DESIGN_CONFIG=/design/flow/config.mk WORK_HOME=/design/flow/orfs finish
==> flow/config.mk <==
export PLATFORM = sky130hd
export DESIGN_NAME = uart
export DESIGN_NICKNAME = uart
export VERILOG_FILES = /design/flow/design.v
export SDC_FILE = /design/flow/constraint.sdc
export NUM_CORES = 4
export LEC_CHECK = 1
export CORE_AREA = 10 10 106 106
export DIE_AREA = 0 0 116 116
==> flow/constraint.sdc <==
current_design uart

set clk_period 2.8
set clk_io_pct 0.2

create_clock -name clk0 -period $clk_period [get_ports {clk}]

set non_clock_inputs [all_inputs -no_clocks]
set_input_delay [expr $clk_period * $clk_io_pct] -clock clk0 $non_clock_inputs
set_output_delay [expr $clk_period * $clk_io_pct] -clock clk0 [all_outputs]
==> summary.txt <==
Implementation numbers.

- Counting pins that exceed their max-slew limit in the final report gives 0.
- In the post-synthesis netlist, the biggest area contributors are dfxtp_1, edfxtp_1, nand2b_1.
- The number of global-route vias before repair was 851.
- The final route contains 855 vias.
- The gate count of the mapped netlist is around 120.
- The ratio of cells with drive above 1 in the final layout is under 10%.
- The TritonCTS sink count is 34.
- The highest attainable clock frequency is 493 MHz.
- Entering global routing, the biggest net connects 26 pins.
- For this run the top cell type by instance count after synthesis was dfxtp_1.
- The area recorded from the Yosys report for this design is around 0.0014 mm².
- The number of ports placed on the die boundary is 12.
- The final worst setup slack is 770 ps.
- Once the floorplan was initialized, standard cells occupied approximately 16% of the core.
- The data required time at the worst endpoint is 2720 ps.
- The number of gates given a new drive strength after cts is 0.
- The cell sequence reported for the critical path is ha_1 > and4b_1 > buf_4 > nand3b_1 > a21boi_0.
- In the synthesized netlist, the cells that appear most often are dfxtp_1, nand2b_1, edfxtp_1.
- The detailed-routing iteration count for the pre-antenna-repair pass is 4.
- The worst pin sits at a relative slew slack of a little over half.
- The skew report gives the latency at the later pin of the worst-skew pair as a little under 300 ps.
- On the worst setup and hold paths after CTS, the clock-pin slew comes to around 60 ps.
- The class of the worst hold path is register to register.
- On the critical path, the stage with the largest delay is an instance of a21boi_0.
- Input and output buffers added on the ports amount to 11.
- The clock tree synthesis step divided the H-tree into 2 levels.
- Per the synthesis report, the dominant area consumer among library cells is dfxtp_1.
- In the routed layout, each cell is associated on average with a via count of approximately 3.5.
- The number of setup buffers added after CTS is 0.
- Clock tree synthesis selected as its root buffer the cell clkbuf_8.
- The post-DP HPWL is about 1600 µm.
- In this run the maximum-capacitance check reported violations numbering 0.
- The final setup violation count is 0.
- The routed layout reports a DRC error count of 0.
- The detailed router reported a total wirelength of 2310 µm.
- The maximum count of clock buffers along a single path is 2.
- The share of the synthesized area in the top cell type is between 20% and 30%.
- Summed over all failing endpoints, the final setup total negative slack is 0 ps.
- The kind of end point of the critical path is a register.
- The synthesis report gives the async set-or-reset register share as 0%.
- STA classifies the critical path startpoint as a register.
- After the first detailed-routing iteration, the DRC count stood at 23.
- The classification of the worst setup path is register to register.
- The post-synthesis area per instance is 11.9 µm².
- The final period demand of the worst path is between 2000 and 2500 ps.
- The number of placement rows is 34.
- The flow ran to the end, and the final reports show no timing, DRC or antenna violations.
- The signed area change from the synthesized netlist to the final layout is 21.8%.
- The combined area of all synthesized cells is ~0.0014 mm².
- Setup repair after global routing left no endpoint under its margin.
- The synthesis warning total is 1.
- The sequential-to-total area share from yosys stat is a little under three fifths.
- Yosys mapped a number of flops with a built-in enable equal to 13.
- The first global-routing pass estimated 4020 µm of wire.
- The commonest register cell is dfxtp_1.
- At the placement stage, the worst setup path has a slack of roughly 630 ps.
- The data arrival time of the critical path is between 1500 and 2000 ps.
- The count of cell types in the netlist is 33.
- The number of buffers and inverters on the critical path is 1.
- TritonCTS built the clock tree.
- The last weighted congestion value of the routability-driven placer is ~0.77.
- Synthesis inferred 34 register bits.
- The final number of hold-violating endpoints is 0.
- The die boundary height is between 100 and 150 µm.
- The routed wire length per instance is ~9.5 µm.
- The cell type group with the largest total delay on the critical path is AND-OR/OR-AND gates.
- The die width is approximately 120 µm.
- The pin closest to its max-slew limit shows a slew of about 670 ps.
- The layout filler cell count is 958.
- The yosys stat cell total is roughly 120.
- After floorplanning, the die was sized to cover 0.0135 mm².
- The power density over the cells is ~530 mW/mm².
- VDD sags by at most between 0.15 and 0.2 mV.
- Summing all placed instances gives a cell area of around 0.0016 mm².
- The total chip power is 914 µW.
- In this design, the stage delay of the slowest critical-path cell is ~560 ps.
- The TritonCTS buffer count is 5.
- The number of antenna violations at the first check in global routing is 0.
- After floorplanning, the core was sized to cover 0.00885 mm².
- The global-route total usage across every layer is between 3 and 4%.
- The number of hold buffers added after cts is 0.
- The number of inserted diodes is 0.
- Once detail routing completed, the nets flagged for antenna violations numbered 0.
- The portion of the clock cycle consumed by the worst path in the final layout is just over 70%.
- The clock arrives with approximately 6.8 ps of skew.
- The OpenROAD warning count is 27.
- The global route total overflow is 0.
- The top fanout value on the critical path is 13.
- The total leakage power is roughly 0.56 nW.
- The final non-filler cell area is roughly 0.0017 mm².
cell families (layout without fill, tap and decap cells):
| kind of cell | after synthesis | count (layout) | synth area share (%) |
|---|---|---|---|
| AND-OR/OR-AND | 14 | 14 | 6.33 |
| XOR/XNOR | 3 | 3 | 1.85 |
| adder cells (fa/ha/maj) | 5 | 5 | 4.40 |
| buffers and inverters | 8 | 24 | 3.69 |
| flip-flops | 34 | 34 | 57.0 |
| multiplexers | 9 | 9 | 6.33 |
| AND/OR/NAND/NOR | 47 | 47 | 20.4 |
cell type report:
| cell class | instances | area, µm² | share of cell area, % |
|---|---|---|---|
| sequential | 34 | 811 | 46.8 |
| multi-input combinational | 78 | 559 | 32.3 |
| tap | 108 | 135 | 7.80 |
| timing repair buffer | 13 | 125 | 7.22 |
| clock buffer | 7 | 86.3 | 4.98 |
| inverter | 3 | 11.3 | 0.650 |
| clock inverter | 1 | 5.00 | 0.289 |
power breakdown:
group	internal, mW	switching [mW]	total [mW]
logic	0.0145	0.0111	0.0256
clock network	0.198	0.166	0.364
registers	0.519	0.00636	0.525
path summary, 6_finish.rpt:
check / to / slack (ps) / cells past startpoint / from
worst min-delay path: rx_s[0] / 320 / 0 / rx_s[1]
worst max register to register: bitcount[2] / 770 / 5 / sample_div[0]
worst min register to register: rx_s[0] / 320 / 0 / rx_s[1]
worst max-delay path: bitcount[2] / 770 / 5 / sample_div[0]
per-layer routing:
| metal | share of wire [%] | wire [µm] | GRT usage [%] | up-vias |
|---|---|---|---|---|
| met1 | 52 | 1210 | 4.97 | 377 |
| met5 | 0 | 0 | 0 | - |
| met2 | 38 | 876 | 5.50 | 18 |
| li1 | - | - | - | 451 |
| met3 | 6.6 | 153 | 1.20 | 9 |
| met4 | 2.9 | 68 | 0.917 | 0 |
layout by cell type (no fill, tap or decap), drive strengths merged, types with 2 or more instances in the layout:
cell	n
inv	3
dfxtp	21
clkdlybuf4s50	11
nand2	5
nand2b	19
edfxtp	13
o21ai	2
mux2i	9
xor2	2
a21oi	7
ha	5
buf	2
clkbuf	7
nand3	2
nor2	6
nand3b	3
through the flow:
step                cells  hold WS (ps)  utilization (%)
global placement      236           313             18.6
global route          244           329             19.6
detailed placement    236           313             18.6
floorplan             120           310                -
CTS                   244           329             19.6
finish                244           325             19.6
sequential cells by signal (all words and copies together), names as in the netlist:
| name | flops |
|---|---|
| data_ready | 1 |
| clk_div | 2 |
| shiftreg | 8 |
| data | 8 |
| sample_div | 4 |
| bitcount | 5 |
| state | 2 |
| rx_s | 3 |
| clk_en | 1 |
Power figures rest on the tool's default switching activity, not on a simulated workload.
